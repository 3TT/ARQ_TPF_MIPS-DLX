**./run.sh**
```bash
#!/bin/bash
# OpenROAD 26Q1-2900-gdf79404cd8, Yosys 0.63+post, stock flow scripts
make -C /OpenROAD-flow-scripts/flow DESIGN_CONFIG=/design/flow/config.mk WORK_HOME=/design/flow/orfs finish
```
**./config.mk**
```make
export PLATFORM = sky130hd
export DESIGN_NAME = instruction_decode
export DESIGN_NICKNAME = instruction_decode
export VERILOG_FILES = /design/flow/design.v
export SDC_FILE = /design/flow/constraint.sdc
export NUM_CORES = 4
export LEC_CHECK = 1
export CORE_UTILIZATION = 40
export SYNTH_HDL_FRONTEND = slang
```
**./constraint.sdc**
```tcl
current_design instruction_decode

set clk_period 36.0
set clk_io_pct 0.2

create_clock -name clk0 -period $clk_period [get_ports {clock}]

set non_clock_inputs [all_inputs -no_clocks]
set_input_delay [expr $clk_period * $clk_io_pct] -clock clk0 $non_clock_inputs
set_output_delay [expr $clk_period * $clk_io_pct] -clock clk0 [all_outputs]
```
**./design.v**
```verilog
`timescale 1ns / 1ps
module branch_logic(
							input [1:0] DE_control,
							input cmp,
							output reg PC_sel
							);
initial PC_sel=0;
always @(*)
PC_sel = ((DE_control[0] ~^ cmp) & DE_control[1]);
endmodule
`timescale 1ns / 1ps
module comparer(a,b,cmp_out);
parameter BUS_SIZE = 10;
input [BUS_SIZE-1:0] a,b;
output cmp_out;
assign cmp_out = (a == b);
endmodule
`timescale 1ps / 1ps
module control_unit(input [5:0] opcode,
							output reg [1:0] DE_control,
							output reg [3:0] EX_control,
							output reg [1:0] M_control,  
							output reg [1:0] WB_control
    );
initial
	begin
		EX_control = 4'b0000; 
		M_control = 2'b00; 
		WB_control = 2'b00; 
		DE_control = 2'b00;
	end
always@(opcode)
begin
	case (opcode)
	6'b100011:  
		begin
			EX_control = 4'b0100;
			M_control = 2'b10;
			WB_control = 2'b10;
			DE_control = 2'b0X;
		end
	6'b101011:   
		begin
			EX_control = 4'bX100;
			M_control = 2'b01;
			WB_control = 2'b0X;
			DE_control = 2'b0X;
		end
	6'b000100:  
		begin
			EX_control = 4'bX001;
			M_control = 2'b00;
			WB_control = 2'b0X;
			DE_control = 2'b11;
		end
	6'b000101:  
		begin
			EX_control = 4'bX001;
			M_control = 2'b00;
			WB_control = 2'b0X;
			DE_control = 2'b10;
		end
	6'b000000:  
		begin
			EX_control = 4'b1010;
			M_control = 2'b00;
			WB_control = 2'b11;
			DE_control = 2'b0X;
		end
	6'b001000:  
		begin
			EX_control = 4'b1110;
			M_control = 2'b00;
			WB_control = 2'b11;
			DE_control = 2'b0X;
		end	
	6'b001100:  
		begin
			EX_control = 4'b1110;
			M_control = 2'b00;
			WB_control = 2'b11;
			DE_control = 2'b0X;
		end	
	6'b001010:  
		begin
			EX_control = 4'b1110;
			M_control = 2'b00;
			WB_control = 2'b11;
			DE_control = 2'b0X;
		end	
	6'b001101:  
		begin
			EX_control = 4'b1110;
			M_control = 2'b00;
			WB_control = 2'b11;
			DE_control = 2'b0X;
		end	
	6'b001110:  
		begin
			EX_control = 4'b1110;
			M_control = 2'b00;
			WB_control = 2'b11;
			DE_control = 2'b0X;
		end	
	default: 
		begin
			EX_control = 4'b0000;
			M_control = 2'b00;
			WB_control = 2'b00;
			DE_control = 2'b00;
		end
	endcase
end
endmodule
`timescale 1ps / 1ps
module instruction_decode(
									input [31:0] instruc,
									input clock,
									input [5:0] current_PC,
									input [4:0] rw,
									input reg_write,
									input [31:0] busw,
									input mux_ctrl_signal_sel,
									output [3:0] EX_control,
									output [1:0] M_control,
									output [1:0] WB_control,
									output [31:0] bus_a,
									output [31:0] bus_b,
									output [31:0] immed_ext,
									output [5:0] branch_address,
									output [5:0] jump_address,
									output branch_sel, 
									output jump_sel
									);
assign immed_ext = {{16{instruc[15]}},{instruc[15:0]}};
wire cmp_out;
wire [1:0] DE_control;
comparer #(32) branch_cmp(
														.a(bus_a),
														.b(bus_b),
														.cmp_out(cmp_out)
														);
branch_logic branch_log(
							.DE_control(DE_control),
							.cmp(cmp_out),
							.PC_sel(branch_sel)
							);
adder #(5+1) add(
								.in_a(current_PC),
								.in_b(immed_ext[5:0]),
								.sum(branch_address)
								 );
register_bank registers(
							.reg_write(reg_write),
							.clock(clock),
							.ra(instruc[25:21]),
							.rb(instruc[20:16]),
							.rw(rw),  
							.busw(busw),
							.bus_a(bus_a),
							.bus_b(bus_b)
    );
wire [3:0] EX_control_out;
wire [1:0] M_control_out;
wire [1:0] WB_control_out;
control_unit ctrl_unit( .opcode(instruc[31:26]),
							.DE_control(DE_control),
							.EX_control(EX_control_out),
							.M_control(M_control_out),
							.WB_control(WB_control_out)
    );
wire [7:0] control;
mux_2to1 #(8) mux_ctrl_signal (
    .in_a(8'b0), 
    .in_b({EX_control_out,M_control_out,WB_control_out}), 
    .sel(mux_ctrl_signal_sel), 
    .out(control)
    );
assign EX_control = control[7:4];
assign M_control = control[3:2];
assign WB_control = control[1:0];
jump_decode jump_decode (
													 .opcode(instruc[31:26]), 
													 .jump_sel(jump_sel)
													 );
assign jump_address = instruc[5:0];
endmodule
`timescale 1ns / 1ps
module jump_decode(
											input [5:0] opcode,
											output reg jump_sel
										);
initial jump_sel = 0;
always@(opcode)
begin
	case (opcode)
	6'b000010:  
		begin
			jump_sel = 1;
		end
	default: 
		begin
			jump_sel = 0;
		end
	endcase
end
endmodule
`timescale 1ps / 1ps
module register_bank(input reg_write,
							input clock,
							input [4:0] ra,
							input [4:0] rb,
							input [4:0] rw,  
							input [31:0] busw,
							output [31:0] bus_a,
							output [31:0] bus_b
    );
reg [31:0] registro[0:31];
integer i;
initial 
	begin
		registro[0]=0;
		for (i = 1; i < 32; i = i+1)  
			registro[i] = i;
	end
assign bus_a = registro[ra];
assign bus_b = registro[rb];
always @(negedge clock) 
	begin
		if(reg_write == 1)
			registro[rw] = busw;
		else
			registro[rw] = registro[rw];
	end
endmodule
`timescale 1ps / 1ps
module adder(
							in_a,
							in_b,
							sum
							);
parameter width = 10;
input  [width-1:0]in_a;
input  [width-1:0]in_b;
output [width-1:0]sum;
assign sum = in_a + in_b;
endmodule
`timescale 1ps / 1ps
module mux_2to1(in_a,in_b,sel,out);
parameter bus_size = 10;
input [bus_size-1:0]in_a;
input [bus_size-1:0]in_b;
input sel;
output reg [bus_size-1:0]out;
initial out = 0;
always@(sel,in_a,in_b)
begin
	case (sel)
	2'b0: out = in_a;	
	2'b1: out = in_b;
	endcase
end
endmodule
```
==> impl_metrics.csv <==
group,metric,value,unit
run_status,status,"finished clean",
drt,wl_per_cell,34.3,um
drt,highest_layer,"met5",
floorplan,fp-row-count,144,
clock_network,root_buffer,"clkbuf_16",
timing,setup_tns,0,ns
worst_hold_path,hold_path.class,"flip-flop to flip-flop",
drt,dr.first_iter.drc_count,4406,
drt,met1Wirelength,73.0,mm
placed_design,dp.cells,6360,
power_and_ir_drop,p_int,2.43,mW
yosys,edf_count,1024,
floorplan,fp_util,40.3,%
power_and_ir_drop,clkPwrFrac,49.6,%
final_layout,drive_gt1_share,22.8,%
clock_network,post-cts-setup-buffers,0,
floorplan,die_h,396,um
clock_network,numCtsBuffers,130,
yosys,yosys_area,62000,um^2
run,warnings,1027,
timing,tightest_slew,0.978,ns
final_layout,seqCellArea,30700,um^2
floorplan,ios,196,
clock_network,cts.clk_slew.worst_paths,0.04,ns
setup_path,critPathRequiredTime,28.80,ns
yosys,syn_inst,4473,
setup_path,endpoint_kind,"output pin",
power_and_ir_drop,p_per_area,48.2,nW/um^2
clock_network,cts_resized,0,
power_and_ir_drop,switching_share,31.3,%
power_and_ir_drop,pwr-share-seq,37.6,%
global_route,grt_pass1_vias,52346,
floorplan,die_area,157000,um^2
timing,clock_skew,0.0357,ns
timing,final-setup-viol-count,0,
yosys,yosysSeqAreaShare,49.6,%
clock_network,htreeDepth,4,
global_route,grt_usage,36.4,%
drt,met3WireLength,57.2,mm
power_and_ir_drop,p_comb_share,12.8,%
global_route,grt_pass1_wl,362,mm
final_layout,mi_logic_area,28500,um^2
drt,route.final.wire_length,261,mm
drt,first_pass_iters,6,
placed_design,dpl_cell_area,65200,um^2
yosys,syn_area,62000,um^2
drt,ant_nets,0,
final_layout,final_cell_area,73300,um^2
global_route,grt_max_degree,82,
final_layout,syn_to_final_growth,18.2,%
floorplan,core-area,154000,um^2
placed_design,dp_hpwl,152,mm
final_layout,fin_util,47.6,%
setup_path,crit_path_start,"registers.registro[160]",
final_layout,fin_cells,7622,
drt,dr_wl_met2,111,mm
power_and_ir_drop,netSwitchingPower,1.11,mW
setup_path,critPathLaunchType,"flip-flop",
timing,hold_ws,1.09,ns
yosys,synth-main-ff-cell,"edfxtp_1",
clock_network,ctsLongestPathBuffers,3,
yosys,yosysCellCount,4473,
timing,slew_viol_final,0,
drt,via_count,48315,
floorplan,die_w,396,um
timing,setup_slack,5.45,ns
yosys,synthArstFlopShare,0,%
clock_network,cts_hold_buf,0,
placed_design,place_congestion,0.983,
final_layout,largest_reg_flops,1024,
global_route,antenna_found_initial,14,
run,max_cap_viol_count,0,
power_and_ir_drop,finalPower,3.54,mW
placed_design,dp_slack,6.07,ns
clock_network,clock.latency.late_pin,0.75,ns
yosys,ys_seq_elements,1024,
power_and_ir_drop,vdd_drop_max,0.0484,mV
setup_path,critPathMaxFanout,3,
yosys,avgSynthCellArea,13.9,um^2
timing,final_hold_viol_count,0,
clock_network,cts_tree,"done",
drt,viasPerCell,6.34,
yosys,synth_cell_types,49,
global_route,overflow,0,
setup_path,arrival,23.35,ns
setup_path,worstReg2RegStart,"registers.registro[662]",
clock_network,cts_sinks,1024,
drt,drc,0,
placed_design,portBuffers,159,
timing,relSlewSlack,34.6,%
timing,rsz0062_at_grt,"false",
power_and_ir_drop,power.leakage,29.1,nW
setup_path,critPathKind,"flip-flop to output pin",
final_layout,fill_cells,13046,
yosys,yosysWarnings,0,
worst_hold_path,min_from,"registers.registro[828]",
-- kinds of logic after synthesis --
logic type / Yosys count / share of synthesized area [%]
AND/OR/NAND/NOR: 1414 / 9.21
AND-OR/OR-AND: 504 / 6.20
XOR/XNOR: 37 / 0.522
multiplexers: 913 / 29.5
flip-flops: 1024 / 49.6
adder cells (fa/ha/maj): 6 / 0.133
buffers and inverters: 575 / 4.84
-- layout by cell type, fill, tap and decap left out, types with 20 or more instances in the layout --
master and instances:
o21bai_1 65, edfxtp_1 1024, clkdlybuf4s50_1 145, clkbuf_16 134
nor2_1 1065, a21oi_1 38, nand2_1 133, a21boi_0 57
nor3_1 59, a221oi_1 64, inv_2 34, xor2_1 33
a22oi_1 28, mux2i_1 159, a31oi_1 66, and2_1 67
mux4_2 722, inv_1 1074, buf_4 220, nand2_2 20
a22o_1 129, clkinvlp_2 25
-- power groups by stage --
stage / Clock [mW] / Combinational [mW] / Sequential (mW)
global route: 1.92 / 0.464 / 1.33
finish: 1.76 / 0.451 / 1.33
CTS: 1.79 / 0.437 / 1.33
-- synth_stat cells (33+ instances only) --
| master | number | area share (%) |
|---|---|---|
| nor2_1 | 1071 | 6.5 |
| edfxtp_1 | 1024 | 50 |
| mux4_2 | 722 | 26 |
| clkbuf_1 | 223 | 1.3 |
| mux2i_1 | 163 | 2.6 |
| nand2_1 | 153 | 0.93 |
| buf_2 | 132 | 1.1 |
| a22o_1 | 129 | 1.8 |
| buf_4 | 123 | 1.5 |
| and2_1 | 69 | 0.70 |
| a31oi_1 | 66 | 0.67 |
| o21bai_1 | 65 | 0.79 |
| a221oi_1 | 64 | 0.90 |
| nor3_1 | 59 | 0.48 |
| a21boi_0 | 57 | 0.69 |
| inv_1 | 41 | 0.25 |
| a21oi_1 | 38 | 0.31 |
| xor2_1 | 33 | 0.47 |
-- metal layers --
metal,vias up,track usage [%]
met4,71,21.5
met1,23187,35.3
met3,1017,35.8
li1,19453,-
met2,4587,47.2
met5,-,9.94
-- final timing paths --
| path | end | slack (ns) | cells past startpoint |
|---|---|---|---|
| worst max-delay path | branch_sel | 5.45 | 10 |
| worst min-delay path | registers.registro[604] | 1.09 | 5 |
| worst max register to register | registers.registro[246] | 32.83 | 9 |
| worst min register to register | registers.registro[604] | 1.09 | 5 |
-- critical path: stages, from the launching register on --
cell	delay, ns
edfxtp_1	0.36
mux2i_1	0.08
a221oi_1	0.51
nand2_1	0.09
a31oi_1	0.78
xor2_1	0.47
nor4_1	0.74
nand4_1	0.41
nor2_1	0.47
mux2i_1	0.23
clkdlybuf4s50_1	0.47
-- layout make-up --
cell class / instances / area share [%]
clock inverters: 1123 / 6.51
clock buffers: 134 / 4.57
multi-input cells: 2874 / 38.8
repair buffers: 375 / 4.42
well taps: 2044 / 3.49
inverters: 42 / 0.218
flip-flops and latches: 1024 / 41.9
diodes: 6 / 0.0205
Power figures rest on the tool's default switching activity, not on a simulated workload.
