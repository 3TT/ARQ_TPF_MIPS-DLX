File: /design/flow/config.mk
export PLATFORM = sky130hd
export DESIGN_NAME = ID_EX
export DESIGN_NICKNAME = ID_EX
export VERILOG_FILES = /design/flow/design.v
export SDC_FILE = /design/flow/constraint.sdc
export NUM_CORES = 4
export LEC_CHECK = 1
export CORE_AREA = 10 10 167 167
export DIE_AREA = 0 0 177 177
export SYNTH_HDL_FRONTEND = slang
File: /design/flow/constraint.sdc
current_design ID_EX

set clk_period 1.0
set clk_io_pct 0.2

create_clock -name clk0 -period $clk_period [get_ports {clock}]

set non_clock_inputs [all_inputs -no_clocks]
set_input_delay [expr $clk_period * $clk_io_pct] -clock clk0 $non_clock_inputs
set_output_delay [expr $clk_period * $clk_io_pct] -clock clk0 [all_outputs]
File: /design/flow/design.v
`timescale 1ns / 1ps
module ID_EX(  
							input clock,
							input enable,
							input [3:0] EX_control_in,
							input [1:0] M_control_in,
							input [1:0] WB_control_in,
							input [31:0] bus_a_in,
							input [31:0] bus_b_in,
							input [31:0] immed_ext_in,
							input [31:0] instruc_in,
							output reg [3:0] EX_control_out,
							output reg [1:0] M_control_out,
							output reg [1:0] WB_control_out,
							output reg [31:0] bus_a_out,
							output reg [31:0] bus_b_out,
							output reg [31:0] immed_ext_out,
							output reg [31:0] instruc_out
							);
initial EX_control_out=0;
initial M_control_out=0;
initial WB_control_out=0;
initial bus_a_out=0;
initial bus_b_out=0;
initial immed_ext_out=0;
initial instruc_out=0;
always@(posedge clock)
	begin
		if(enable)
			begin
				EX_control_out <= EX_control_in;
				M_control_out <= M_control_in;
				WB_control_out <= WB_control_in;
				bus_a_out <= bus_a_in;
				bus_b_out <= bus_b_in;
				immed_ext_out <= immed_ext_in;
				instruc_out <= instruc_in;
			end
		else
			begin
				EX_control_out <= EX_control_out;
				M_control_out <= M_control_out;
				WB_control_out <= WB_control_out;
				bus_a_out <= bus_a_out;
				bus_b_out <= bus_b_out;
				immed_ext_out <= immed_ext_out;
				instruc_out <= instruc_out;
			end
	end
endmodule
File: /design/flow/run.sh
#!/bin/bash
# OpenROAD 26Q1-2900-gdf79404cd8, Yosys 0.63+post, stock flow scripts
make -C /OpenROAD-flow-scripts/flow DESIGN_CONFIG=/design/flow/config.mk WORK_HOME=/design/flow/orfs finish
==> flow_summary.ini <==
; generated from flow reports
[final_timing]
slew_violations = 0
setup_violations = 136
rsz0062_at_grt = yes
min_period_ps = 1131
fin_tns_setup_ps = -11650
min_period_over_period = 1.131
finalWorstSetupSlack_ps = -131.4
fmax_mhz = 883.9
relSlewSlack = 0.8467
hold_violations = 0
worstMarginPinSlew_ps = 229.9

[critical_path]
critical_path_class = flop to output pin
cp-start-kind = flop
cpPeakStageDelay_ps = 390
critPathMaxFanout = 1
crit_family = flip-flops
crit_path_end_kind = output pin
cpMaxStageDelayCell = edfxtp_1
crit_chain = buf_2
required_ps = 800
cp.arrival_ps = 930
cp_num_buf_inv = 1

[synth]
ys_sh_simple = 0
yosys_cells = 136
ff_type = edfxtp_1
synth_top_cell_by_area = edfxtp_1
async_reset_ff_frac = 0
ys_types = 1
mux_share = 0
edf_count = 136
ys_warn_count = 0
netlist_area_um2 = 4084
yosysChipArea_um2 = 4084
topCellsByArea = edfxtp_1 100%
top_cell_area_share = 1.000
yosysSeqAreaShare = 1.000
xor_share = 0
avgSynthCellArea_um2 = 30.03
synth_flops = 136
syn_inst = 136
synthAoiAreaFrac = 0
ys_sh_adder = 0
most_common_cell = edfxtp_1
common_cells = 136 x edfxtp_1

[clock_tree]
clk_path_buf_depth = 2
path_clk_slew_ps = 70
cts.sinks = 136
postCtsSetupRepairBufs = 0
cts_tree = done
htreeDepth = 4
root_buffer = clkbuf_16
hold_buffers = 0
cts_buffers = 17

[layout]
num-fill-cells = 2440
comb_cells = 0
comb_area_um2 = 0
area_delta_synth_final_pct = 76.19
flop_area_um2 = 4084
final_layout_size_suffix_gt1_frac = 0.3915
design_area_um2 = 7196

[pwr]
intPower_uw = 10860
max-vdd-ir-drop_mv = 0.8673
fin_total_pwr_uw = 14000
combPwrFrac = 0.074
leakagePower_uw = 0.002720
seqPwrFrac = 0.490
cellPowerDensity_nw_per_um2 = 1946
p_sw_frac = 0.2244
p_clk_frac = 0.436
switching_power_uw = 3142

[floorplanning]
dieWidth_um = 177
ios = 274
rows = 57
fp.coreArea_um2 = 24320
die_h_um = 177
initCoreUtil = 0.1679
dieArea_um2 = 31330

[global_routing]
grt_pass1_wl_mm = 17.45
grtUsageTotal = 0.07388
grt_pass1_vias = 2886
antenna_found_initial = 0
grt_max_degree = 41
grt_overflow = 0

[routing]
drt-pass1-iter-count = 4
insertedDiodeCount = 0
via_per_inst = 3.236
ant_nets = 0
wirelength_mm = 11.78
drc = 0
vias = 2495
drtIter0Drc = 82
routedWlPerCell_um = 15.28

[outcome]
violations = setup timing
outcome = finished, violations left

[place]
hpwlAfterDp_mm = 9.204
place.gp.congestion = 0.7660
dp_slack_ps = -51.52
placed_area_um2 = 7293
io_buffers = 273

[run]
maxCapViolCount = 0
warnings = 27

[worst_hold_path]
hp-class = input port to flop
metal layers:
| metal | up-vias | GRT usage | share of wire |
|---|---|---|---|
| met2 | 158 | 0.1147 | 0.48 |
| met1 | 1176 | 0.08457 | 0.35 |
| li1 | 1156 | - | - |
| met5 | - | 0 | 0 |
| met4 | 0 | 0.01086 | 0.012 |
| met3 | 5 | 0.05157 | 0.15 |
power by group through the flow:
| stage | clock network (uW) | logic (uW) | registers, uW |
|---|---|---|---|
| 4_1_cts | 6360 | 1080 | 6870 |
| 5_1_grt | 6650 | 1150 | 6910 |
| 6_report | 6100 | 1040 | 6860 |
cells in the final DEF, fill, tap and decap left out:
master / synthesis / layout
edfxtp_1: 136 / 136
clkdlybuf4s50_1: 0 / 136
buf_2: 0 / 136
clkbuf_16: 0 / 17
inv_8: 0 / 6
buf_4: 0 / 4
clkinvlp_4: 0 / 3
inv_6: 0 / 3
clkinv_8: 0 / 2
buf_12: 0 / 2
clkinv_4: 0 / 1
buf_6: 0 / 1
what timing repair did:
action                                  CTS  global route
gates resized                           436             0
endpoints found under the setup margin  136           136
pin swaps                                 0             0
sequential cells by signal, indices dropped and copies added (netlist names):
register,count
EX_control_out,4
M_control_out,2
WB_control_out,2
bus_a_out,32
bus_b_out,32
immed_ext_out,32
instruc_out,32
metrics by stage:
| stage | hold WS [ps] | util | instances |
|---|---|---|---|
| floorplan | 298.9 | - | 136 |
| global placement | 535.5 | 0.2999 | 739 |
| detailed placement | 536.7 | 0.2999 | 739 |
| CTS | 90.60 | 0.2959 | 771 |
| global route | 77.45 | 0.2959 | 771 |
| finish | 98.76 | 0.2959 | 771 |
final cells by class:
cell class	count	area share
well taps	324	0.05634
clock buffers	17	0.05912
flip-flops and latches	136	0.5676
clock inverters	15	0.02191
repair buffers	279	0.2951
final timing paths:
| path | end | cells past startpoint | startpoint |
|---|---|---|---|
| max | bus_a_out[26] | 1 | bus_a_out[26]$_DFFE_PP_ |
| min | instruc_out[13]$_DFFE_PP_ | 1 | enable |
kinds of logic (layout without fill, tap and decap cells):
group                  Yosys count  in the layout
buffers and inverters            0            311
DFF                            136            136
No activity file was given, so power comes from the tool's default toggle rates.
